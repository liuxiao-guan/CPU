### flow/design.v
module MidReg(
	input Clk,
	input Rst,
	input En, 
	input stall,
	input [297:0]Input_,
	output  [297:0]Output_
);
reg [297:0]migreg;
assign Output_ = migreg;
	always@(negedge Clk) begin
		if(Rst || stall)begin
			migreg<= 298'b0;
		end
		else if(En) begin
			migreg<= Input_;
		end
	end
endmodule
### flow/constraint.sdc
current_design MidReg

set clk_period 9.7
set clk_io_pct 0.2

create_clock -name clk0 -period $clk_period [get_ports {Clk}]

set non_clock_inputs [all_inputs -no_clocks]
set_input_delay [expr $clk_period * $clk_io_pct] -clock clk0 $non_clock_inputs
set_output_delay [expr $clk_period * $clk_io_pct] -clock clk0 [all_outputs]
### flow/run.sh
#!/bin/bash
# OpenROAD 26Q1-2900-gdf79404cd8, Yosys 0.63+post, stock flow scripts
make -C /OpenROAD-flow-scripts/flow DESIGN_CONFIG=/design/flow/config.mk WORK_HOME=/design/flow/orfs finish
### flow/config.mk
export PLATFORM = sky130hd
export DESIGN_NAME = MidReg
export DESIGN_NICKNAME = MidReg
export VERILOG_FILES = /design/flow/design.v
export SDC_FILE = /design/flow/constraint.sdc
export NUM_CORES = 4
export LEC_CHECK = 1
export CORE_AREA = 10 10 270 270
export DIE_AREA = 0 0 280 280
==> flow_summary.json <==
{
  "required_ns": 7.76,
  "cp_slowest_cell": "clkdlybuf4s50_1",
  "cts_hold_buffers": 0,
  "crit_path_start_kind": "flop",
  "ys_area_um2": 10700,
  "critPathKind": "reg2out",
  "r2r_slack_ns": 9.04,
  "cts_resized": 0,
  "clk_latency_ns": 0.58,
  "rows": 95,
  "chipArea_um2": 78400,
  "htreeDepth": 2,
  "ys_seq_share_pct": 55.7,
  "relSlewSlack_pct": 47.4,
  "cap_violations": 0,
  "cts-root-buf": "clkbuf_16",
  "ys_cells": 962,
  "fp.dieH_um": 280,
  "tightestPinTransition_ns": 0.788,
  "grt_pass1_wl_um": 60700,
  "coreArea_um2": 67000,
  "yosysWarnings": 1,
  "top_register": "migreg",
  "end_kind": "primary output",
  "routedWlPerCell_um": 15.0,
  "post_route_cells_drive_above_1_share_pct": 3.96,
  "via_per_inst": 3.58,
  "drt_pass1_iterations": 4,
  "p_per_area_nw_per_um2": 176,
  "whs_ns": 0.483,
  "power.leakage_nw": 9.03,
  "die_x_um": 280,
  "largest_register_ffs": 298,
  "fin_skew_ns": 0,
  "rsz0062_at_grt": "no",
  "drc": 0,
  "syn_avg_cell_area_um2": 11.1,
  "first_global_vias": 10700,
  "top_regs": "migreg x298",
  "fin_setup_tns_ns": 0,
  "gp_congestion": 0.819,
  "yosys.area.top_type_share_pct": 55.7,
  "grt-ovfl-total": 0,
  "io-pin-count": 600,
  "antenna_found_initial": 1,
  "hpwl_um": 30300,
  "cts_tree": "yes",
  "syn_inst": 962,
  "drtIter0Drc": 308,
  "clkSlewWorstSetupHoldPaths_ns": 0.03,
  "ff_type": "dfxtp_1",
  "drt-total-wl_um": 41200,
  "diodes": 0,
  "outcome": "finished, final reports clean",
  "synth_cell_types": 9,
  "area_growth_pct": 83.5,
  "clk_path_buf_depth": 3,
  "peakVddDrop_v": 0.000110,
  "cpLargestDelayFamily": "buffers and inverters",
  "cpPeakStageDelay_ns": 0.65,
  "cts_setup_buffers": 0,
  "numSynthFlops": 298,
  "hold_viol": 0,
  "edf_count": 0,
  "floorplan.core_util_pct": 16.0,
  "cp_cell_sequence": "clkdlybuf4s50_1",
  "via_count": 9830,
  "worstPathArrival_ns": 6.41,
  "area_leaders": "dfxtp_1 (56%), mux2i_1 (28%), nor2_1 (10%), buf_6 (5.2%), buf_2 (0.33%)",
  "cp_max_fo": 2,
  "synthArstFlopShare_pct": 0,
  "slew_viol_final": 0,
  "cts_buffers": 36,
  "path_buffers": 1,
  "grt_max_degree": 66,
  "io_buffers": 599,
  "hold_class": "reg2reg",
  "yosysTopAreaCell": "dfxtp_1",
  "clock-sinks": 298,
  "setup_violations": 0,
  "syn_area_um2": 10700,
  "top_cells_by_count": "dfxtp_1 (298), mux2i_1 (298), nor2_1 (298), buf_6 (49)",
  "grt_use_total_pct": 10.0,
  "warnings": 323,
  "final_antenna_net_count": 0
}
-- logic make-up after synthesis --
kind of cell	after synthesis	synth area share (%)
buffers and inverters	67	5.97
DFF	298	55.7
muxes	298	27.8
and+or+nand+nor	299	10.5
-- report_power, final --
group	internal [W]	switching, W	total, W
logic	0.000238	0.000118	0.000356
registers	0.00128	0.0000214	0.00130
clock network	0.000962	0.000847	0.00181
-- layout make-up --
cell class | count | area, um2
well taps | 873 | 1090
flip-flops and latches | 298 | 5970
multi-input cells | 597 | 4110
clock inverters | 324 | 1350
fillers | 6789 | 47400
repair buffers | 614 | 6210
clock buffers | 37 | 926
-- cells in the final DEF (no fill, tap or decap) --
cell type | netlist | final
inv_4 | 0 | 2
clkinvlp_2 | 0 | 12
bufinv_16 | 0 | 4
clkdlybuf4s50_1 | 0 | 598
buf_12 | 0 | 8
dfxtp_1 | 298 | 298
mux2i_1 | 298 | 298
inv_1 | 1 | 304
nor2_1 | 298 | 298
clkbuf_16 | 0 | 37
buf_8 | 0 | 1
buf_4 | 3 | 7
or2_4 | 0 | 1
inv_6 | 0 | 2
-- layer usage --
layer,part of all wire [%],vias up,global-route usage [%]
met4,3.5,2,5.05
met1,38,4391,10.4
met3,11,82,5.92
li1,-,4946,-
met5,0.019,-,0
met2,48,409,15.7
-- per-stage QoR --
stage	cells	utilization [%]	worst slack, ns	area, um2	power, W
5_1_grt	2743	29.3	1.18	19700	0.00375
3_3_place_gp	2383	25.9	1.12	17400	0.00186
6_report	2743	29.3	1.35	19700	0.00346
4_1_cts	2743	29.3	1.25	19700	0.00357
2_1_floorplan	962	-	2.12	10700	0.00163
3_5_place_dp	2383	25.9	1.10	17400	0.00186
-- final timing paths --
kind / from / end / cells after the start
worst max-delay path: migreg[45] / Output_[45] / 1
worst min-delay path: migreg[230] / migreg[230] / 2
worst max register to register: migreg[170] / migreg[170] / 2
worst min register to register: migreg[230] / migreg[230] / 2
No activity file was given, so power comes from the tool's default toggle rates.
