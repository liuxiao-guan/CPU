### flow/design.v
`timescale 1ns / 1ps
module MUX2to1
	 #(
	 parameter DATABIT = 32
	 )
	 (
    input Sel,
    input [DATABIT - 1:0] Input0,
    input [DATABIT - 1:0] Input1,
    output [DATABIT - 1:0] Out
    );
	 reg [DATABIT - 1:0] OutReg;
	 assign Out = OutReg;
	 always @* begin
	     case (Sel)
		      1'b1 : OutReg <= Input1;
				default : OutReg <= Input0;
		  endcase
	 end
endmodule
module MUX3to1
	 #(
	 parameter DATABIT = 32
	 )
	 (
    input [1:0] Sel,
    input [DATABIT - 1:0] Input0,
    input [DATABIT - 1:0] Input1,
    input [DATABIT - 1:0] Input2,
    output [DATABIT - 1:0] Out
    );
	 reg [DATABIT - 1:0] OutReg;
	 assign Out = OutReg;
	 always @* begin
	     case (Sel)
		      2'b10 : OutReg <= Input2;
				2'b01 : OutReg <= Input1;
				default : OutReg <= Input0;
		  endcase
	 end
endmodule
module MUX4to1
	 #(
	 parameter DATABIT = 32
	 )
	 (
    input [1:0] Sel,
    input [DATABIT - 1:0] Input0,
    input [DATABIT - 1:0] Input1,
    input [DATABIT - 1:0] Input2,
    input [DATABIT - 1:0] Input3,
    output [DATABIT - 1:0] Out
    );
	 reg [DATABIT - 1:0] OutReg;
	 assign Out = OutReg;
	 always @* begin
	     case (Sel)
		      2'b11 : OutReg <= Input3;
				2'b10 : OutReg <= Input2;
				2'b01 : OutReg <= Input1;
				default : OutReg <= Input0;
		  endcase
	 end
endmodule
module MUX5to1
	 #(
	 parameter DATABIT = 32
	 )
	 (
    input [2:0] Sel,
    input [DATABIT - 1:0] Input0,
    input [DATABIT - 1:0] Input1,
    input [DATABIT - 1:0] Input2,
    input [DATABIT - 1:0] Input3,
	input [DATABIT - 1:0] Input4,
    output [DATABIT - 1:0] Out
    );
	 reg [DATABIT - 1:0] OutReg;
	 assign Out = OutReg;
	 always @* begin
	     case (Sel)
				3'b100:OutReg <= Input4;
				3'b011 : OutReg <= Input3;
				3'b010 : OutReg <= Input2;
				3'b001 : OutReg <= Input1;
				default : OutReg <= Input0;
		  endcase
	 end
endmodule
### flow/run.sh
#!/bin/bash
# OpenROAD 26Q1-2900-gdf79404cd8, Yosys 0.63+post, stock flow scripts
make -C /OpenROAD-flow-scripts/flow DESIGN_CONFIG=/design/flow/config.mk WORK_HOME=/design/flow/orfs finish
### flow/config.mk
export PLATFORM = sky130hd
export DESIGN_NAME = MUX4to1
export DESIGN_NICKNAME = MUX4to1
export VERILOG_FILES = /design/flow/design.v
export SDC_FILE = /design/flow/constraint.sdc
export NUM_CORES = 4
export LEC_CHECK = 1
export CORE_AREA = 10 10 84 84
export DIE_AREA = 0 0 94 94
### flow/constraint.sdc
current_design MUX4to1

set clk_period 1.5
set clk_io_pct 0.2

create_clock -name clk0 -period $clk_period

set non_clock_inputs [all_inputs -no_clocks]
set_input_delay [expr $clk_period * $clk_io_pct] -clock clk0 $non_clock_inputs
set_output_delay [expr $clk_period * $clk_io_pct] -clock clk0 [all_outputs]
==> flow_summary.ini <==
; implementation run metrics
[status]
status = complete, but fails checks
violations = setup timing

[synth]
netlist_area_um2 = 815
syn_area_per_cell_um2 = 20.9
ys_top_cells_by_count = mux4_2 (30), buf_12 (3), buf_2 (3)
ys_cells = 39
largest_area_cell = mux4_2
ys_chip_area_um2 = 815
synth_seq_share_pct = 0
top_cell = mux4_2
postSynthCellCount = 39
synth_warnings = 1
synthDistinctLibCells = 5
yosysTopAreaCellShare_pct = 82.9
area_leaders = mux4_2 (83%), buf_12 (7.4%), mux4_1 (6.5%)

[timing]
grt_setup_unrepaired = yes
setup_violations = 7
fmax_mhz = 645
fin_crit_sh_pct = 103
finalHoldViolCount = 0
setup_ws_ns = -0.0502
max_slew_margin_pct = 89.3
tns_ns = -0.242
period_minus_slack_ns = 1.55
max_slew.worst_pin.slew_ns = 0.160
slew_viol_final = 0

[drt]
postRouteAntennaNets = 0
wirelength_met1_um = 2050
drt_iter0_markers = 8
drtPass1Iterations = 3
routed_wl_um = 5880
wl_per_cell_um = 21.1
dr.max_layer_used = met4
vias = 1228
dr_wl_met3_um = 830
drc = 0
post_drt_via_cell_ratio = 4.40
met2_length_um = 2960

[power]
power_frac_comb_pct = 100.0
seqPwrFrac_pct = 0
p_sw_uw = 147
p_clk_share_pct = 0
p_int_uw = 418
swShare_pct = 26.0
p_leak_nw = 1.13
powerDensity_nw_per_um2 = 241
vdd_drop_max_uv = 118
total_power_uw = 565

[cells_and_area]
seq_area_um2 = 0
synthToLayoutAreaGrowth_pct = 188
clock_buffers = 0
fillers = 543
drive_gt1_share_pct = 38.2
logic_area_um2 = 721
ff_count = 0

[floorplanning]
fp_util_pct = 15.6
die-area_um2 = 8840
io_pins = 162
rows = 26
die_w_um = 94
die_h_um = 94
core_area_um2 = 5200

[critical_path]
start_kind = input pin
end_kind = output port
crit_required_ns = 1.20
critPathArrivalTime_ns = 1.25
crit_type = in2out
cp_max_fo = 6

[global_routing]
grt_pass1_vias = 1448
gr-total-overflow = 0
grt_max_degree = 10
grt_use_total_pct = 12.9
grt_pass1_wl_um = 8630
antenna_found_initial = 2

[hold_path]
hold_start = Input3[29]
holdPathEnd = Out[29]
hold_depth = 3
hold_class = in2out

[run]
drv_cap = 0
warning_count = 34

[placed_design]
hpwl_um = 5150
pre_cts_slack_ns = -0.630
port_buffers = 162
globalplace.congestion = 0.835

[clock_network]
cts_hold_buf = 0
## cells in the final DEF, fill, tap and decap left out, drive strengths merged
cell type	count
buf	47
diode	2
dlygate4sd2	128
mux4	32
## worst max path at each step
stage / from / endpoint / slack (ns) / cells past startpoint
6_report: Sel[1] / Out[12] / -0.05 / 5
5_1_grt: Sel[1] / Out[30] / -0.10 / 5
4_1_cts: Sel[1] / Out[14] / -0.07 / 5
## through the flow
| step | area, µm² | cells | hold WS, ns | util [%] |
|---|---|---|---|---|
| final | 2340 | 279 | 1.08 | 45.0 |
| after detailed placement | 2500 | 270 | 1.58 | 48.1 |
| after global routing | 2340 | 279 | 1.09 | 45.0 |
| after floorplan | 815 | 39 | 0.686 | - |
| after CTS | 2340 | 277 | 1.09 | 45.0 |
| after global placement | 2500 | 270 | 1.60 | 48.1 |
## what timing repair did
action | in CTS | in global routing
resized | 249 | 3
gates cloned | 4 | 0
endpoints found under the setup margin | 32 | 31
buffers inserted | 3 | 0
## cells by family after synthesis
logic type / Yosys count / share of synthesized area [%]
buffers and inverters: 7 / 10.6
multiplexers: 32 / 89.4
## worst max-delay path: stages
cell and delay, ns:
buf_12 0.12, buf_12 0.13, buf_12 0.10, mux4_2 0.47, buf_2 0.13
## power groups by stage
stage | Clock [mW] | Sequential (mW) | Combinational, mW
after CTS | 0 | 0 | 0.578
after global routing | 0.000000178 | 0 | 0.613
final | 0.000000178 | 0 | 0.565
## layout make-up
class,count,share of cell area [%]
repair buffers,175,65.3
multi-input cells,32,30.7
well taps,70,3.74
diodes,2,0.213
## metal layers
layer	GRT usage (%)	up-vias
met5	0	-
met1	14.0	574
met4	0.886	0
li1	-	552
met3	6.87	4
met2	22.7	98
Power figures rest on the tool's default switching activity, not on a simulated workload.
