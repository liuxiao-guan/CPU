$ cat flow/constraint.sdc
current_design SideWay

set clk_period 3.6
set clk_io_pct 0.2

create_clock -name clk0 -period $clk_period

set non_clock_inputs [all_inputs -no_clocks]
set_input_delay [expr $clk_period * $clk_io_pct] -clock clk0 $non_clock_inputs
set_output_delay [expr $clk_period * $clk_io_pct] -clock clk0 [all_outputs]
$ cat flow/config.mk
export PLATFORM = sky130hd
export DESIGN_NAME = SideWay
export DESIGN_NICKNAME = SideWay
export VERILOG_FILES = /design/flow/design.v
export SDC_FILE = /design/flow/constraint.sdc
export NUM_CORES = 4
export LEC_CHECK = 1
export CORE_AREA = 10 10 70 70
export DIE_AREA = 0 0 80 80
$ cat flow/run.sh
#!/bin/bash
# OpenROAD 26Q1-2900-gdf79404cd8, Yosys 0.63+post, stock flow scripts
make -C /OpenROAD-flow-scripts/flow DESIGN_CONFIG=/design/flow/config.mk WORK_HOME=/design/flow/orfs finish
$ cat flow/design.v
module SideWay(
	input[4:0] ExMemRd,
	input[4:0]MemWbRd,
	input ExMemRegWrite,
	input MemWbRegWrite,
	input [4:0]IdExRs,
	input [4:0]IdExRt,
	input [1:0]EXMeMRegWriteCtr, 
	input [1:0]MeMWbRegWriteCtr,
	input [2:0]ExMemnPCSel, 
	input ExMeMAluZero,
	output [1:0]forwardA,
	output [1:0]forwardB,
	output [3:0]MidRegWrite,
	output [3:0]Stall,
	output Pcen
	);
	reg [1:0]fA= 2'b00;
	reg [1:0]fB = 2'b00;
	reg [3:0]midregwrite;
	reg [3:0]stall;
	reg pcen;
	assign forwardA = fA;
	assign forwardB = fB;
	assign MidRegWrite =midregwrite;
	assign Stall = stall;
	assign Pcen = pcen;
	always @(*) begin
		fA <= 2'b00;
		fB <= 2'b00;
		midregwrite <= 4'b1111;
		stall <= 4'b0000;
		pcen <= 1'b1;
		case (ExMemnPCSel)     
            3'b001: stall <= (ExMeMAluZero) ? 4'b0110 : 4'b0;
            3'b010: stall <= 4'b0110; 
            3'b011: stall <= 4'b0110;
            3'b100: stall <= (!ExMeMAluZero) ? 4'b0110 : 4'b0;
            default: stall <= 4'b0;
        endcase   
		if (ExMemRegWrite != 0 && IdExRs == ExMemRd && ExMemRd != 5'b00000) begin
			if(EXMeMRegWriteCtr == 2'b01)begin  
				midregwrite <= 4'b1000; 
				stall <= 4'b0100; 
				pcen <=1'b0;
			end
			else begin
				fA <= 2'b10;
			end
		end 
		else if (MemWbRegWrite != 1'b0 && IdExRs == MemWbRd && MemWbRd != 5'b00000) begin 
				if(MeMWbRegWriteCtr == 2'b01) begin
					fA <= 2'b01;
				end
				else begin
					fA <= 2'b11;
				end
		end
		if (ExMemRegWrite != 0 && IdExRt == ExMemRd && ExMemRd != 5'b00000) begin
			if(EXMeMRegWriteCtr == 2'b01)begin  
				midregwrite <= 4'b1000; 
				stall <= 4'b0100; 
				pcen <=1'b0;
			end
			else begin
				fB <= 2'b10;
			end
		end 
		else if (MemWbRegWrite != 1'b0 && IdExRt == MemWbRd && MemWbRd != 5'b00000) begin 
				if(MeMWbRegWriteCtr == 2'b01) begin
					fB <= 2'b01;
				end
				else begin
					fB <= 2'b11;
				end
		end
	end
endmodule
==> design notes <==
Registers take 0 um2. The tools report the type of origin of the critical path as an input port. Clock buffers in the final layout number 0.

Detailed-route wire length per cell: 11.8 um. The gate-level netlist out of Yosys references 16 unique cell types. In this design, the stage delay of the slowest critical-path cell is 0.56 ns. The source of the worst hold timing path is MemWbRegWrite.

Setup repair after global routing left no endpoint under its margin. On the critical path the largest part of the delay comes from buffers and inverters. Data on the critical path is required at its endpoint by 2.88 ns. The critical path is of the input port to output pin type.

Total number of placement rows: 21. For the number of non-filler instances in the completed layout, the log shows 137. The synthesized netlist handed to floorplanning was reported with a cell count of 56.

The number of antenna violations at the first check in global routing was 0; the final critical path time including I/O delays and setup was 3.47 ns. The number of diodes added for antenna fixing was 0. With the power density over the cells at 93.4 mW/mm2, the final weighted congestion of routability-driven global placement is 0.775. For the total negative slack for setup checks, the log shows 0 ns. For the worst setup path, the data arrival time is 2.75 ns.

Per the OpenROAD power report, leakage power amounts to 0.288 nW. Buffers inserted to repair hold after CTS numbered 0. Along the critical path, the tally of buffer and inverter instances is 2.

The run gives 2 as the iteration tally of the first detailed-router pass. Cell occurring most often along the worst timing path: clkdlybuf4s50_1. From bottom edge to top edge, the die measures 80 um. The area of the chip is 0.00640 mm2. The terminating pin of the worst hold path is forwardA[0]. The first global-routing pass estimated 2380 um of wire. The run gives 0 for the post-cts resize count.

Type of the most critical hold path: input port to output pin. Number of global-route vias before repair: 510. The run gives 0.259 for the proportion of netlist area held by the largest area contributor.

The core region is 0.00342 mm2. In the finished design the tool counted flip-flops and latches totalling 0. The yosys warning tally is 1. The worst-path cell with the longest stage delay is or4_4.

The flow ran to the end, and the final reports show no timing, DRC or antenna violations. STA lists the maximum fanout along the critical path as 6. The top logic cell by instance count in the layout was clkdlybuf4s50_1. The die is 80 um wide. The run gives 103% for the area added between synthesis and finish. Input and output buffers added on the ports amount to 40. Leaving out fill and tap cells, the most frequent cells in the layout are clkdlybuf4s50_1 (40), xor2_1 (12), nor3_1 (8), xnor2_1 (8), nand3_1 (4). The number of placed I/O pins is 43, and the mean instance size in the synthesized netlist is 7.24 um2.

In the routed layout, each cell is associated on average with a via count of 3.57. In this run the tools logged warnings totalling 32. The run gives 0 for the max-capacitance violation count. Instance count after placement with tap cells included: 137. The last timing report of the flow puts the setup violation total at 0.

Detailed placement finished with a half-perimeter wire length of 1510 um. Post-synthesis, Yosys gives the total cell area as 405 um2. For this block, the routed nets add up to 1620 um of wire.

The highest supply drop recorded on VDD is 0.0157 mV. Recorded from the global router log, the overflow total was 0. The detailed router's first-iteration violation count is 22, and the routed via count is 489. The final hold violation count recorded for this run is 0. The share of cells above drive strength 1 was 0.0330. The tools report the number of remaining DRC errors as 0.

The worst hold path stage count is 4. xor2_1 takes more of the synthesized area than any other cell. Entering global routing, the biggest net connects 7 pins. The number of nets with antenna violations after detailed routing was 0. The signal on the critical path passes through clkdlybuf4s50_1 -> or4_4 -> o21ai_2 -> a211o_1 -> nor2b_1 -> clkdlybuf4s50_1. The main area contributors are xor2_1 (26%), xnor2_1 (17%), buf_4 (11%). For this run, the top clock speed supported by timing is 0.288 GHz. For the number of pins with negative max-slew slack in the final report, the log shows 0.

Global-route total usage across every layer: 0.0457. Number of cells in Yosys stat: 56. The run gives 0.963 for the final critical-path share of the clock period.

The critical path capture point type was an output pin. The core utilization at floorplan came out at 0.119. For the sequential fraction of the synthesis area, the log shows 0. Summing every instance area after synthesis gives 405 um2. The number of buffers added for setup after CTS came out at 0.
==> metal layers <==
layer,GRT usage,routed length [um],vias up
met5,0,0,-
met4,0,0,0
met3,0.0216,238,0
met2,0.0827,783,22
met1,0.0501,602,212
li1,-,-,255
==> through the flow <==
step	setup slack, ns	instance area, um2	util	total power, mW	hold slack, ns
2_1_floorplan	1.15	409	-	0.0283	1.53
5_1_grt	0.00696	822	0.241	0.0836	2.44
6_report	0.133	822	0.241	0.0768	2.40
4_1_cts	0.0994	822	0.241	0.0778	2.40
3_5_place_dp	0.105	822	0.241	0.0774	2.40
3_3_place_gp	0.139	822	0.241	0.0771	2.40
==> final cells by class <==
| class | instances | area, um2 |
|---|---|---|
| well taps | 46 | 57.6 |
| fillers | 375 | 2590 |
| repair buffers | 40 | 400 |
| multi-input cells | 51 | 364 |
==> cells in the mapped netlist (all sizes together) <==
| library cell | n |
|---|---|
| nor2 | 2 |
| nand2 | 2 |
| conb | 2 |
| buf | 6 |
| nand2b | 1 |
| xnor2 | 8 |
| a211o | 2 |
| mux2 | 2 |
| xor2 | 12 |
| nand3 | 4 |
| o31ai | 1 |
| or4 | 2 |
| nor3 | 8 |
| o21ai | 2 |
| nor2b | 2 |
==> report_power, final <==
part | switching [mW] | internal (mW) | leakage [nW]
sequential | 0 | 0 | 0
clock | 0 | 0 | 0
combinational | 0.0265 | 0.0503 | 0.288
total | 0.0265 | 0.0503 | 0.288
==> logic make-up after synthesis <==
kind of cell,synth area share
buffers and inverters,0.111
muxes,0.0556
AOI/OAI and AO/OA,0.105
and+or+nand+nor,0.278
xor gates and xnor gates,0.432
other,0.0185
==> how the worst max path moves through the flow <==
| stage | slack, ns | endpoint | startpoint | depth (start not counted) |
|---|---|---|---|---|
| 4_1_cts | 0.1 | Stall[1] | ExMemRd[0] | 6 |
| 5_1_grt | 0.007 | Stall[1] | ExMemRd[0] | 6 |
| 6_report | 0.13 | Stall[1] | ExMemRd[0] | 6 |
Power and IR drop assume default switching activity.
